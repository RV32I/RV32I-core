==> design/flow/design.v <==
module reg_file(
		input 			clk,
		input 	[4:0]	rd_addr1,
		input	[4:0]	rd_addr2,
		output	[31:0]	rd_data1,
		output	[31:0]	rd_data2,
		input	[4:0]	wr_addr,
		input			wr_en,
		input	[31:0]	wr_data
);
reg [31:0] regs[0:31];
always@(posedge clk)
	if(wr_en)	regs[wr_addr] <= wr_data;
assign	rd_data1 = regs[rd_addr1];
assign	rd_data2 = regs[rd_addr2];
endmodule
==> design/flow/run.sh <==
#!/bin/bash
# OpenROAD 26Q1-2900-gdf79404cd8, Yosys 0.63+post, stock flow scripts
make -C /OpenROAD-flow-scripts/flow DESIGN_CONFIG=/design/flow/config.mk WORK_HOME=/design/flow/orfs finish
==> design/flow/config.mk <==
export PLATFORM = sky130hd
export DESIGN_NAME = reg_file
export DESIGN_NICKNAME = reg_file
export VERILOG_FILES = /design/flow/design.v
export SDC_FILE = /design/flow/constraint.sdc
export NUM_CORES = 4
export LEC_CHECK = 1
export CORE_UTILIZATION = 30
==> design/flow/constraint.sdc <==
current_design reg_file

set clk_period 6.4
set clk_io_pct 0.2

create_clock -name clk0 -period $clk_period [get_ports {clk}]

set non_clock_inputs [all_inputs -no_clocks]
set_input_delay [expr $clk_period * $clk_io_pct] -clock clk0 $non_clock_inputs
set_output_delay [expr $clk_period * $clk_io_pct] -clock clk0 [all_outputs]
==> impl_metrics.tcl <==
# implementation run metrics
set metrics [dict create \
    syn_avg_cell_area_um2 14.4 \
    drt_iter0_drc 2056 \
    clock_path_buffers 3 \
    ys_seq_share_pct 63.0 \
    post_cts_buffers 0 \
    synthToLayoutAreaGrowth_pct 15.2 \
    cts_made_buffers 102 \
    path_delay_family "buffers and inverters" \
    finalSetupViolCount 0 \
    dp_hpwl_um 88700 \
    vias_per_cell 5.41 \
    die_width_um 405 \
    ys.flop_type "edfxtp_1" \
    ys_async_sr_fraction_pct 0 \
    place_inst 5560 \
    synth_cell_type_count 23 \
    hold_depth 2 \
    largest_reg_flops 1024 \
    cp_max_fo 20 \
    finalWorstSetupSlack_ns 0.800 \
    ctsHoldBuffers 0 \
    fin_crit_ns 5.60 \
    htreeDepth 3 \
    place_ws_ns 0.811 \
    hp-class "input pin to flip-flop" \
    antenna_found_initial 7 \
    cts_tree "built" \
    rows 147 \
    dr_total_vias 31100 \
    hold_end "regs[29][1]" \
    crit_type "input pin to primary output" \
    edf_count 1024 \
    path_depth 8 \
    peakVddDrop_mv 0.202 \
    drt_pass1_iterations 5 \
    crit_top_cell "clkdlybuf4s50_1" \
    mostFrequentLayoutCells "mux2i_1 (1024), edfxtp_1 (1024), nand3_1 (194)" \
    power_mw 14.8 \
    fp.dieH_um 405 \
    max_slew.worst_pin.slew_ns 0.930 \
    wl_per_cell_um 27.1 \
    warnings 26 \
    fmax_ghz 0.179 \
    drc 0 \
    drive_gt1_share_pct 9.64 \
    clkTransAtPathRegs_ns 0.06 \
    ys_cells 3386 \
    cp-end-kind "primary output" \
    rsz0062_at_grt "no" \
    antenna_left 0 \
    tns_ns 0 \
    cp.arrival_ns 4.32 \
    cts_sinks 1024 \
    grtUsageTotal_pct 19.8 \
    power.density_nw_per_um2 263 \
    fin_crit_sh_pct 87.5 \
    slew_violations 0 \
    grt_pass1_wl_um 223000 \
    num-fill-cells 15200 \
    hold_viol_final 0 \
    yosys_area_um2 48800 \
    initCoreUtil_pct 30.3 \
    regMostFlops "regs" \
    grt-ovfl-total 0 \
    totalWireLength_um 156000 \
    cp_cell_sequence "clkdlybuf4s50_1 -> nor2b_4 -> buf_4 -> a22o_1 -> nor3_1 -> a31oi_1 -> nand3_1 -> clkdlybuf4s50_1" \
    place_congestion 0.873 \
    outcome "finished clean" \
    slew_headroom_pct 37.9 \
    layoutNonFillerInstCount 5750 \
    cts_resized 0 \
    syn_inst 3386 \
    grt_pass1_vias 32300 \
    leakage_nw 20.3 \
    grt_start_max_net_pins 80 \
    start_kind "input pin" \
    numPortBuffers 112 \
    max_cap_violations 0 \
    netlist_area_um2 48800 \
    crit_buf_inv 3 \
    crit_path_top_delay_cell "nor2b_4" \
    place_area_um2 52900 \
    synth_flops 1024 \
    core-area_um2 161000 \
    reg_top3 "regs: 1024 flops" \
    ios 113 \
    cts_root_buffer "clkbuf_16" \
    worstHoldStart "wr_data[1]" \
    die_area_um2 164000 \
    ys_warn_count 1 \
    crit_required_ns 5.12 \
    slowest_delay_ns 0.70 \
    finalInstanceArea_um2 56200 \
]
## area by class of cell
cell class	instances	area (µm²)	share of cell area, %
timing repair buffer	267	2680	4.77
clock buffer	121	2620	4.67
antenna	1	2.50	0.00445
clock inverter	68	653	1.16
sequential	1024	30700	54.7
tap	2160	2700	4.81
multi-input combinational	2109	16800	29.9
## Yosys cell counts, types with 3 or more instances
library cell	count	share of area [%]
edfxtp_1	1024	63
mux2i_1	1024	21
nand2_1	195	1.5
nand3_1	194	2.0
a21oi_1	192	2.0
a22oi_1	192	3.0
a22o_1	128	2.3
clkbuf_1	86	0.66
buf_2	70	0.72
a31oi_1	64	0.82
nor3_1	64	0.66
buf_4	47	0.72
buf_6	45	1.0
nor2_1	35	0.27
nand3b_1	5	0.077
clkbuf_4	4	0.062
nand2b_1	4	0.051
nor2b_1	4	0.051
or3b_2	3	0.054
## worst max path at each step
stage,startpoint,to
after global routing,rd_addr1[0],rd_data1[29]
final,rd_addr2[0],rd_data2[18]
after CTS,rd_addr2[0],rd_data2[18]
## kinds of logic after synthesis
family	after synthesis	share of synthesized area [%]
buffers and inverters	253	3.21
AND-OR/OR-AND	576	8.04
AND/OR/NAND/NOR	509	4.71
flip-flops	1024	63.0
multiplexers	1024	21.0
## power breakdown
part / leakage [nW] / total (mW) / switching (mW) / internal, mW
Clock: 1.58 / 5.89 / 2.65 / 3.24
Sequential: 9.22 / 7.49 / 0.0317 / 7.46
Combinational: 9.46 / 1.41 / 0.872 / 0.538
## through the flow
| stage | hold slack [ns] | util [%] |
|---|---|---|
| after detailed placement | 2.11 | 32.9 |
| after global placement | 2.11 | 32.9 |
| final | 1.34 | 34.9 |
| after CTS | 1.29 | 34.9 |
| after global routing | 1.33 | 34.9 |
| after floorplan | 1.38 | - |
## per-layer routing
metal  part of all wire [%]  vias to the layer above  global-route usage [%]
li1                       -                    13600                       -
met4                    4.0                       16                    6.61
met5                   0.16                        -                   0.952
met3                     14                      310                    11.8
met1                     36                    15400                    23.9
met2                     46                     1709                    29.9
Power and IR drop assume default switching activity.
